==> ./run.sh <==
#!/bin/bash
# OpenROAD 26Q1-2900-gdf79404cd8, Yosys 0.63+post, stock flow scripts
make -C /OpenROAD-flow-scripts/flow DESIGN_CONFIG=/design/flow/config.mk WORK_HOME=/design/flow/orfs finish
==> ./config.mk <==
export PLATFORM = sky130hd
export DESIGN_NAME = top
export DESIGN_NICKNAME = top
export VERILOG_FILES = /design/flow/design.v
export SDC_FILE = /design/flow/constraint.sdc
export NUM_CORES = 4
export LEC_CHECK = 1
export CORE_UTILIZATION = 30
==> ./constraint.sdc <==
current_design top

set clk_period 1.9
set clk_io_pct 0.2

create_clock -name clk0 -period $clk_period [get_ports {clk}]

set non_clock_inputs [all_inputs -no_clocks]
set_input_delay [expr $clk_period * $clk_io_pct] -clock clk0 $non_clock_inputs
set_output_delay [expr $clk_period * $clk_io_pct] -clock clk0 [all_outputs]
==> ./design.v <==
`timescale 1ns / 1ps
module d_flip_flop(clr, ld, clk, data_in, data_out);
input clr, ld, clk;
input [3:0] data_in;
output [3:0] data_out;
reg [3:0] data_out;
always@(posedge clr or posedge clk)
begin
    if (clr) data_out <= 0;
    else if (ld) data_out <= data_in;
end 
endmodule
`timescale 1ns / 1ps
module full_adder(a, b, cin, cout, sum);
input [3:0] a, b; 
input cin;
output cout; 
output [3:0] sum;
wire m, n, p;
half_adder g1(.cout(n), .sum(m), .a(a), .b(b));
half_adder g2(.cout(p), .sum(sum), .a(cin), .b(m));
or g3(cout, p, n);
endmodule
`timescale 1ns / 1ps
module half_adder(a,b,sum,cout);
input a,b;
output sum, cout;
xor u1(sum,a,b);
and u2(cout,a,b);
endmodule
`timescale 1ns / 1ps
module mult_fsm(reset, clk, shb, ld, clr, ldp, shp);
input reset, clk;
output shb, ld, ldp, clr, shp;
reg shb, ld, ldp, clr, shp;
reg [2:0] cs, ns;  
parameter s0 = 3'b000, s1 = 3'b001, s2 = 3'b010,
s3 = 3'b011, s4 = 3'b100;
always@(cs)
begin
    case(cs)
       s0: {shb, shp, ld, ldp, clr} = 5'b00001;
       s1: {shb, shp, ld, ldp, clr} = 5'b00100;
       s2: {shb, shp, ld, ldp, clr} = 5'b00010;
       s3: {shb, shp, ld, ldp, clr} = 5'b01000;
       s4: {shb, shp, ld, ldp, clr} = 5'b10000;
    endcase
end
always@(cs)
begin
    case(cs)
    s0: ns = s1;
    s1: ns = s2;
    s2: ns = s3;
    s3: ns = s4;
    s4: ns = s2;
    default ns = s0;
    endcase
end
always@(posedge clk)
begin
    if(reset) cs <= s0;
    else cs<= ns;
end
endmodule
`timescale 1ns / 1ps
module multi(da, db, shb, ld, clr, ldp, shp, clk, p);
input shb, ld, clr, ldp, shp, clk;
input [3:0] da;
input [3:0] db;
output [7:0] p;
wire s;
wire [3:0] data_out;
wire [3:0] adder_input;
wire [3:0] p_in;
wire prod_c_in;
d_flip_flop m_a (clr, ld, clk, da, data_out);
right_shift_register m_b (shb, ld, clr, clk, db, s);
mux_b m1(4'b0000, data_out, s, adder_input);
prod p1 (clk, shp, ldp, clr, prod_c_in, p_in, p);
rca_4_bit r1 (p[7:4],adder_input,1'b0,prod_c_in,p_in);
endmodule
`timescale 1ns / 1ps
module mux_b( d0, d1, s, y );
input [3:0] d0, d1;
input s;
output [3:0] y;
reg [3:0] y;
always@(d0 or d1 or s)
begin
 if ( s == 1 )
 y = d1;
 else
 y = d0;
end
endmodule
`timescale 1ns / 1ps
module prod(clk, shp, ldp, clr, c_in, p_in, prod_out);
input clk, shp, ldp, clr, c_in;
input [3:0] p_in;
output [7:0] prod_out;
reg [4:0] shiftph;
reg [3:0] shiftpl;
reg [7:0] prod_out;
always @ (posedge clk or posedge clr)
begin 
if(clr == 1)
begin
    shiftph<=5'b00000;
    shiftpl<=4'b0000;
end
else
begin
     if (ldp==1)
        shiftph<={c_in, p_in[3:0]};
     if (shp==1)
        begin
            shiftph[4]<= c_in;
            shiftph[3]<=shiftph[4];
            shiftph[2]<=shiftph[3];
            shiftph[1]<=shiftph[2];
            shiftph[0]<=shiftph[1];
            shiftpl[3]<=shiftph[0];
            shiftpl[2]<=shiftpl[3];
            shiftpl[1]<=shiftpl[2];
            shiftpl[0]<=shiftpl[1];
        end
        prod_out <= {shiftph[3:0], shiftpl[3:0]};
end
end
endmodule
`timescale 1ns / 1ps
module rca_4_bit(a,b,cin,cout,sum);
input[3:0] a,b;
input      cin;
output[3:0] sum;
output      cout;
wire [2:0] m;
full_adder g1(.cout(m[0]), .sum(sum[0]), .a(a[0]), .b(b[0]), .cin(cin));
full_adder g2(.cout(m[1]), .sum(sum[1]), .a(a[1]), .b(b[1]), .cin(m[0]));
full_adder g3(.cout(m[2]), .sum(sum[2]), .a(a[2]), .b(b[2]), .cin(m[1]));
full_adder g4(.cout(cout), .sum(sum[3]), .a(a[3]), .b(b[3]), .cin(m[2]));
endmodule
`timescale 1ns / 1ps
module right_shift_register(shb, ld, clr, clk, data_in,bit_out);
input shb, ld, clr, clk; 
input [3:0] data_in;
output bit_out;
reg [3:0] data_out;
reg bit_out;
always@(posedge clr or posedge clk)
begin
 if (clr) 
    data_out <= 0;
 else 
    begin
        if (ld)
            data_out <= data_in;
        if (shb)
            begin
            data_out <= {1'b0, data_out[3:1]};
            bit_out <= data_out[0];
            end
    end
end
endmodule
`timescale 1ns / 1ps
module top(reset, clk, da, db, p);
input reset, clk;
input [3:0] da, db;
output[7:0] p;
wire shb, shp, ld, ldp, clr;
multi m_top(da, db, shb, ld, clr, ldp, shp, clk, p);
mult_fsm fsm_top(reset, clk, shb, ld, clr, ldp, shp);
endmodule
==> impl_metrics.env <==
# yosys + openroad results
export IMPL_status="complete, but fails checks"
export IMPL_failed_checks="setup timing"
export IMPL_drive_above_1_share=0.178
export IMPL_vias=749
export IMPL_path_class="flip-flop to flip-flop"
export IMPL_min_path_cells=0
export IMPL_ctsHtreeMaxLevel=2
export IMPL_worstReg2RegEnd="m_top.p1.shiftph[3]"
export IMPL_cts_hold_buf=0
export IMPL_setup_tns_ps=-254
export IMPL_vias_per_cell=4.41
export IMPL_grt_usage=0.0897
export IMPL_pin_count=18
export IMPL_pre_cts_ws_ps=-161
export IMPL_area_growth_pct=23.5
export IMPL_crit_slowest_cell="fa_2"
export IMPL_clock_path_buffers=2
export IMPL_use_met3=0.0413
export IMPL_layout_setup_ws_ps=-175
export IMPL_first_global_vias=715
export IMPL_synth_cells=97
export IMPL_avgSynthCellArea_um2=14.0
export IMPL_critPathRequiredTime_ps=2110
export IMPL_worst_slew_margin_rel=0.638
export IMPL_core_util_floorplan=0.312
export IMPL_peakVddDrop_v=0.000368
export IMPL_dr_pass1_iters=2
export IMPL_unclocked_regs=5
export IMPL_power_leakage_nw=0.682
export IMPL_worstHoldEndpoint="m_top.m_b.bit_out"
export IMPL_final_setup_skew_ps=8.00
export IMPL_route_detailed_drc=0
export IMPL_num_rows=24
export IMPL_cts_setup_buffers=0
export IMPL_start_kind="flip-flop"
export IMPL_cts_resized=0
export IMPL_critical_path_depth=9
export IMPL_crit_top_cell="fa_2"
export IMPL_busiest_layer="met1"
export IMPL_avgRoutedWirePerCell_um=11.1
export IMPL_drv_slew=0
export IMPL_top_area_frac=0.313
export IMPL_yosys_area_um2=1360
export IMPL_grt_pass1_wl_um=3340
export IMPL_die_area_um2=4800
export IMPL_port_buffers=17
export IMPL_clock_latency_ps=280
export IMPL_worstHoldPathType="flip-flop to flip-flop"
export IMPL_cts_inserted_buffers=5
export IMPL_clock_fmax_mhz=482
export IMPL_timing_critical_path_cells="and2_1 > ha_2 > inv_2 > fa_2 > inv_2 > fa_2 > fa_2 > mux2i_1 > o21ai_1"
export IMPL_n_antenna_cell=0
export IMPL_coreArea_um2=4350
export IMPL_dieWidth_um=69.3
export IMPL_fin_crit_ps=2080
export IMPL_cts_root_buf="clkbuf_8"
export IMPL_crit_arrival_ps=2280
export IMPL_reg2reg_slack_ps=-180
export IMPL_min_period_over_period=1.09
export IMPL_rr_worst_depth=9
export IMPL_grt_max_degree=22
export IMPL_ys_flops=36
export IMPL_syn_area_um2=1360
export IMPL_cp_max_fo=2
export IMPL_rr_startpoint="m_top.m_b.bit_out"
export IMPL_path_buffers=2
export IMPL_total_power_mw=1.72
export IMPL_grt_use_met2=0.125
export IMPL_grtUsageMet1=0.133
export IMPL_drv_cap=0
export IMPL_placed_area_um2=1570
export IMPL_path_clk_slew_ps=60
export IMPL_drt_antenna_violating_nets=0
export IMPL_yosysUniqueCellTypes=19
export IMPL_yosys_warnings=20
export IMPL_unconstrained_endpoints=14
export IMPL_cellPowerDensity_nw_per_um2=1030
export IMPL_yosys_cells=97
export IMPL_grt_remaining_overflow=0
export IMPL_first_iter_violations=53
export IMPL_area_leaders="dfrtp_1 31%, edfxtp_1 20%, dfxtp_1 7.4%"
export IMPL_tightestPinTransition_ps=542
export IMPL_critPathTopFamily="adder cells"
export IMPL_fill_cells=404
export IMPL_finalInstanceArea_um2=1680
export IMPL_die_h_um=69.3
export IMPL_gp_congestion=0.734
export IMPL_setup_viol=2
export IMPL_worst_path_largest_cell_delay_ps=530
export IMPL_dp_hpwl_um=1330
export IMPL_wl_um=1890
export IMPL_most_common_layout_cells="17 x clkdlybuf4s50_1, 17 x dfrtp_1, 9 x edfxtp_1"
export IMPL_antenna_found_initial=0
export IMPL_hold_slack_ps=457
export IMPL_min_delay_start="m_top.m_b.data_out[0]"
export IMPL_cts_tree="yes"
export IMPL_openroad_warnings=28
export IMPL_rsz0062_at_grt="true"
export IMPL_synth_area_leader_cell="dfrtp_1"
export IMPL_cp_end_kind="flip-flop"
export IMPL_hold_violations=0
==> cells by family (layout without fill, tap and decap cells) <==
logic type / count (synthesis) / count (layout) / share of synthesized area
flops: 31 / 31 / 0.586
simple gates: 23 / 23 / 0.0866
mux: 16 / 16 / 0.135
buf+inv: 11 / 32 / 0.0525
compound gates: 7 / 7 / 0.0313
latches: 5 / 5 / 0.0553
fa+ha+maj: 4 / 4 / 0.0535
==> worst max-delay path by stage <==
stage / startpoint / slack, ps / end
CTS: m_top.m_b.bit_out / -200 / m_top.p1.shiftph[3]
global route: m_top.m_b.bit_out / -250 / m_top.p1.shiftph[3]
finish: m_top.m_b.bit_out / -180 / m_top.p1.shiftph[3]
==> worst reg2reg max path, cell delays in order (launching register included) <==
cell,delay (ps)
edfxtp_1,370
and2_1,150
ha_2,170
inv_2,50
fa_2,180
inv_2,40
fa_2,330
fa_2,530
mux2i_1,70
o21ai_1,120
==> final cells by class <==
type / instances / area (um2) / share of cell area
clock inverters: 3 / 38.8 / 0.0231
flip-flops and latches: 36 / 871 / 0.519
inverters: 4 / 15.0 / 0.00896
multi-input cells: 50 / 425 / 0.254
clock buffers: 5 / 68.8 / 0.0410
repair buffers: 20 / 193 / 0.115
well taps: 52 / 65.1 / 0.0388
==> state kept, by name, summed over array words and instances (netlist names), 4 cells and up <==
| signal | cells |
|---|---|
| m_top.p1.prod_out | 8 |
| fsm_top.cs | 5 |
| m_top.p1.shiftph | 5 |
| m_top.m_a.data_out | 4 |
| m_top.m_b.data_out | 4 |
| m_top.p1.shiftpl | 4 |
==> synth_stat cells (all sizes together) <==
master and n:
nor4 1, mux2 9, fa 3, buf 7, dfxtp 5, mux2i 7
ha 1, o31ai 1, nand2 8, inv 4, nor2b 5, dlxtn 5
nor2 5, edfxtp 9, o21ai 6, and2 4, dfrtp 17
==> metrics by stage <==
step	instances	utilization
after floorplan	97	-
after global placement	162	0.360
after detailed placement	162	0.360
after CTS	170	0.385
after global routing	170	0.385
final	170	0.385
==> metal layers <==
layer  vias up  wire, um
met4         0        28
met1       365       878
met2        22       850
met5         -         0
met3         4       133
li1        358         -
==> power by group <==
part	internal [mW]	leakage (nW)	switching, mW
clock network	0.383	0.0556	0.248
registers	0.825	0.376	0.0715
logic	0.142	0.250	0.0549
Power is estimated from default activity; no workload was simulated.
